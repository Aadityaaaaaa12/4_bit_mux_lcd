**./run.sh**
```bash
#!/bin/bash
# OpenROAD 26Q1-2900-gdf79404cd8, Yosys 0.63+post, stock flow scripts
make -C /OpenROAD-flow-scripts/flow DESIGN_CONFIG=/design/flow/config.mk WORK_HOME=/design/flow/orfs finish
```
**./config.mk**
```make
export PLATFORM = sky130hd
export DESIGN_NAME = alu4_lcd
export DESIGN_NICKNAME = alu4_lcd
export VERILOG_FILES = /design/flow/design.v
export SDC_FILE = /design/flow/constraint.sdc
export NUM_CORES = 4
export LEC_CHECK = 1
export CORE_UTILIZATION = 40
```
**./constraint.sdc**
```tcl
current_design alu4_lcd

set clk_period 15.4
set clk_io_pct 0.2

create_clock -name clk0 -period $clk_period [get_ports {clk}]

set non_clock_inputs [all_inputs -no_clocks]
set_input_delay [expr $clk_period * $clk_io_pct] -clock clk0 $non_clock_inputs
set_output_delay [expr $clk_period * $clk_io_pct] -clock clk0 [all_outputs]
```
**./design.v**
```verilog
module a_instr(
	 input [3:0] sel,
    input [3:0] op1,
    input [3:0] op2,
    output reg [7:0] a_out
	);
	wire 	[7:0] div_out;
	wire 	[3:0] mod_out;
	divmod d(
    .op1(op1),
    .op2(op2),
    .quotient(div_out),
    .remainder(mod_out)
);
	always @(*) begin
	case(sel)
		4'b0000: a_out = {4'b0000,op1 + op2}; 
		4'b0001: a_out = {4'b0000,op1-op2}; 
		4'b0010: a_out = op1*op2; 
		4'b0011: a_out = op1 + 4'b0001; 
		4'b0100: a_out = op1 - 4'b0001; 
		4'b1000: a_out = div_out; 
		4'b1001: a_out = {4'b0000,mod_out}; 
		default: a_out = 8'b0;
	endcase
	end
	endmodule
module alu4_lcd(
    input wire control,
    input [3:0] sel,
    input [3:0] op1,
    input [3:0] op2,
    input wire clk,  
    output reg [7:0] out,
    output wire [7:0] LCD_DATA,
    output wire LCD_RS,
    output wire LCD_RW,
    output wire LCD_EN,
    output wire LCD_ON,
    output wire LCD_BLON
);
    wire [7:0] out_logic;
    wire [7:0] out_arithmetic;
    l_instr l(
        .sel(sel),
        .op1(op1),
        .op2(op2),
        .l_out(out_logic)
    );
    a_instr a(
        .sel(sel),
        .op1(op1),
        .op2(op2),
        .a_out(out_arithmetic)
    );
    always @(*) begin
        case (control)
            1'b0: out = out_logic;
            1'b1: out = out_arithmetic;
        endcase
    end
    lcd_display lcdmod (
        .clk(clk),
        .data_in(out),
        .LCD_DATA(LCD_DATA),
        .LCD_RS(LCD_RS),
        .LCD_RW(LCD_RW),
        .LCD_EN(LCD_EN),
        .LCD_ON(LCD_ON),
        .LCD_BLON(LCD_BLON)
    );
endmodule
module divmod(
    input  [3:0] op1,        
    input  [3:0] op2,        
    output reg [7:0] quotient,  
    output reg [3:0] remainder
);
    integer i;
    reg [3:0] rem;
    reg [7:0] result;
    always @(*) begin
        quotient  = 8'd0;
        remainder = 4'd0;
        result    = 8'd0;
        rem       = 4'd0;
        i         = 0;
        if (op2 == 0) begin
            quotient  = 8'hFF;
            remainder = 4'hF;
        end else begin
            rem = op1;
            result[7:4] = op1 / op2;
            rem = op1 % op2;
            for (i = 3; i >= 0; i = i - 1) begin
                rem = rem << 1;
                if (rem >= op2) begin
                    result[i] = 1;
                    rem = rem - op2;
                end else begin
                    result[i] = 0;
                end
            end
            quotient  = result;
            remainder = rem;
        end
    end
endmodule
module l_instr(
	 input [3:0] sel,
    input [3:0] op1,
    input [3:0] op2,
    output reg [7:0] l_out
	);
	always @(*) begin
	case(sel)
		4'b0000: l_out = {4'b0000,op1 & op2}; 
		4'b0001: l_out = {4'b0000,op1 | op2}; 
		4'b0010: l_out = {4'b0000,op1 ^ op2}; 
		4'b0011: l_out = {4'b0000, ~op1}; 
		4'b0100: l_out = {4'b0000,~(op1 & op2)}; 
		4'b0101: l_out = {4'b0000,~(op1 | op2)}; 
		4'b0110: l_out = {4'b0000,op1 ^~ op2}; 
		4'b0111: l_out = {4'b0000, op1>>1}; 
		4'b1000: l_out = {4'b0000, op1<<1}; 
		default: l_out = 8'b0;
	endcase
	end
endmodule
module lcd_display (
    input wire clk,              
    input wire [7:0] data_in,     
    output reg [7:0] LCD_DATA,
    output reg LCD_RS,
    output reg LCD_RW,
    output reg LCD_EN,
    output reg LCD_ON,
    output reg LCD_BLON
);
    reg [25:0] count;
    reg [4:0] state;
    reg [7:0] hex_high, hex_low;
    reg [7:0] lcd_string [0:15]; 
    reg [3:0] char_index;
    function [7:0] to_ascii;
        input [3:0] nibble;
        begin
            if (nibble < 10)
                to_ascii = "0" + nibble;
            else
                to_ascii = "A" + (nibble - 10);
        end
    endfunction
    initial begin
        LCD_ON   = 1;
        LCD_BLON = 1;
    end
    always @(posedge clk) begin
        count <= count + 1;
        hex_high <= to_ascii(data_in[7:4]);
        hex_low  <= to_ascii(data_in[3:0]);
        lcd_string[0]  <= "R";
        lcd_string[1]  <= "e";
        lcd_string[2]  <= "s";
        lcd_string[3]  <= "u";
        lcd_string[4]  <= "l";
        lcd_string[5]  <= "t";
        lcd_string[6]  <= ":";
        lcd_string[7]  <= " ";
        lcd_string[8]  <= "0";
        lcd_string[9]  <= "x";
        lcd_string[10] <= hex_high;
        lcd_string[11] <= hex_low;
        lcd_string[12] <= " ";
        lcd_string[13] <= " ";
        lcd_string[14] <= " ";
        lcd_string[15] <= " ";
        if (count[19:0] == 20'd0) begin
            LCD_EN <= 1;
            LCD_RW <= 0;      
            LCD_RS <= 1;      
            LCD_DATA <= lcd_string[char_index];
            char_index <= char_index + 1;
            if (char_index == 15)
                char_index <= 0;
        end else begin
            LCD_EN <= 0;
        end
    end
endmodule
```
==> metrics.csv <==
metric,value,unit
Clock transition at path regs,0.05,ns
grt ovf,0,
Post-synth EDFFs,11,
GRT busiest layer,met2,
Hold Path Cell Cnt,0,
initial antenna violation count,0,
ys cells,570,
clock sinks,60,
# IOs,35,
CP startpoint,op2[0],
Clock Latency Late Sink,0.32,ns
HP Start,lcdmod.hex_low[6]$_SDFF_PP0_,
Setup Skew,0.00437,ns
Critical Path Slowest Stage Cell,clkdlybuf4s50_1,
Die Ht,114,um
Area growth syn-to-layout,18.8,%
setup ws final,0.576,ns
Yosys cell types,72,
crit end category,output pin,
yosys stat area,5000,um^2
Avg WL per Cell,14.2,um
gr usage total,18.0,%
FP Util,41.3,%
Max-cap violations,0,
Lkg Pwr,2.46,nW
simple-gate portion of the synthesized area,18.9,%
ys async rst share,0,%
"Compound Share, Synth",18.2,%
share of cells above drive strength 1,12.1,%
Max Fanout on Critical Path,5,
Post-DRT Antenna Nets,0,
Hold/Removal Path Class,flip-flop to flip-flop,
top cells by count,"ha_1 (67), dfxtp_1 (49), inv_1 (42)",
vias after detailed routing,4198,
slew margin rel.,46.2,%
TritonCTS Buffers,9,
Syn Area/Cell,8.77,um^2
MUX share of area,3.25,%
"Top cell by count, worst path",ha_1,
Crit path arrival time,11.74,ns
GRT met3 Usage,2.27,%
Chip Area,12900,um^2
period utilization,96.3,%
# hold bufs at CTS,0,
adder share,19.6,%
Final Critical Period,14.82,ns
Routed WL,11100,um
met2 Track Usage GR,30.7,%
register bit total from synthesis,60,
Slew @ Worst Pin,0.805,ns
Ant. Diodes,0,
Cells after Synth,570,
f_max,67.5,MHz
htree depth,3,
top-count cell post-synth,ha_1,
Max Slew Vio Count,0,
FF-to-FF Start,lcdmod.count[0]$_DFF_P_,
status,"finished, final reports clean",
register area share after synthesis,26.2,%
Pwr per Cell Area,103,nW/um^2
main flop type after synthesis,dfxtp_1,
Die W,114,um
Residual DRC,0,
clk root buf,clkbuf_16,
Post-Synthesis Cell Area,5000,um^2
Max VDD drop,0.0000613,V
WS Path Type,input port to output pin,
CP required,12.32,ns
total power,612,uW
Cell Rows,40,
stage-log warning count,46,
Top cells by area,"dfxtp_1 (20%), ha_1 (17%), edfxtp_1 (6.6%), xnor2_1 (5.3%), inv_1 (3.2%)",
yosys warning tally,6,
number of global-route vias before repair,3863,
Filler cells,1128,
hpwl dp,8370,um
met1 Usage GRT,25.0,%
Final Hold Viols,0,
Final setup viols,0,
Max clock buf depth,2,
dpl ws,-0.110,ns
post-synth top area share,19.6,%
WHS,0.322,ns
first-pass GRT wire length,18400,um
Worst setup SP type,input port,
XOR/XNOR Area Share,7.54,%
Core ar.,12100,um^2
final core occ,49.0,%
First-pass DRT Iterations,4,
CTS tree,yes,
Dominant combinational family,adder cells,
Reg2Reg Depth,6,
max incr delay on CP,0.48,ns
Buffers on Ports,29,
"area leader, netlist",dfxtp_1,
initial DRC count,307,
largest net degree at the start of global routing,32,
Via density,5.38,
placer congestion estimate,0.896,
## per-layer routing
metal,wire (um),vias up
met1,5080,1981
met3,417,17
met2,5360,90
met4,227,0
met5,0,-
li1,-,2110
## stage by stage
| stage | TNS, ns | std cells | instance area (um^2) |
|---|---|---|---|
| 5_1_grt | -0.0256 | 780 | 5940 |
| 3_5_place_dp | -0.271 | 761 | 5500 |
| 3_3_place_gp | 0 | 761 | 5500 |
| 4_1_cts | 0 | 777 | 5850 |
| 2_1_floorplan | 0 | 573 | 5010 |
| 6_report | 0 | 780 | 5940 |
## cells by family after synthesis
| family | Yosys count |
|---|---|
| muxes | 15 |
| AOI/OAI and AO/OA | 129 |
| xor gates and xnor gates | 43 |
| other | 2 |
| and+or+nand+nor | 178 |
| adders and majority gates | 74 |
| DFF | 60 |
| buffers and inverters | 69 |
## worst max-delay path, delay by kind of cell
kind / cells / cell delay, ns
buffers and inverters: 5 / 1.16
multiplexers: 4 / 1.23
AND-OR/OR-AND: 16 / 2.95
AND/OR/NAND/NOR: 6 / 0.78
adder cells (fa/ha/maj): 8 / 2.53
## layout by cell type (no fill, tap or decap), drive strengths merged, types with 5 or more instances in the layout
cell type	count
clkdlybuf4s50	29
xor2	13
o211ai	5
buf	21
o21a	6
inv	43
nand2b	8
a31oi	7
and2	7
a21oi	32
a211oi	5
xnor2	30
nor2	41
o21ai	27
clkbuf	11
fa	7
nor4b	5
conb	5
nor3	10
nor4	6
and3	10
nor2b	11
dfxtp	49
nand2	41
mux2i	8
nand3	13
ha	67
mux2	7
edfxtp	11
## layout make-up
class,instances,area [um^2],share of cell area [%]
multi-input combinational,444,3460,58.4
sequential,60,1310,22.1
timing repair buffer,50,448,7.55
clock buffer,11,264,4.45
tap,168,210,3.54
inverter,42,158,2.66
clock inverter,5,80.1,1.35
## what timing repair did
| item | CTS | global route |
|---|---|---|
| gates resized | 2 | 20 |
| pin swaps | 0 | 5 |
| buffers inserted | 0 | 3 |
| gates cloned | 0 | 0 |
| setup endpoints to repair | 4 | 4 |
## where the power goes
| part | total (mW) | internal [mW] | switching, mW |
|---|---|---|---|
| clock network | 0.222 | 0.156 | 0.0666 |
| registers | 0.166 | 0.165 | 0.00118 |
| logic | 0.224 | 0.106 | 0.118 |
## flip-flops by register name, indices dropped and copies added (netlist names)
signal / cells
lcdmod.count: 20
lcdmod.lcd_string: 14
lcdmod.LCD_DATA: 7
lcdmod.hex_high: 7
lcdmod.hex_low: 7
lcdmod.char_index: 4
lcdmod.LCD_EN: 1
## final timing paths
check / to / slack, ns
max: out[3] / 0.58
min: lcdmod.lcd_string[11][6]$_DFF_P_ / 0.32
max reg2reg: lcdmod.char_index[0]$_SDFFCE_PP0P_ / 13.58
min reg2reg: lcdmod.lcd_string[11][6]$_DFF_P_ / 0.32
No activity file was given, so power comes from the tool's default toggle rates.
